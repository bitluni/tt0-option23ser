==> flow/design.v <==
module option23ser (
    input wire [7:0] io_in,
    output reg [7:0] io_out
);
parameter WORD_COUNT = 30;
wire clk = io_in[0];
wire reset = io_in[1];
wire write = io_in[2];
wire din = io_in[3];
wire under = io_in[4];
wire over = io_in[5];
reg [2:0] counter;
reg [7 * WORD_COUNT - 1: 0] buffer;
always@(posedge clk or posedge reset) begin
    if(reset)
        counter <= 3'd0;
    else begin
        if(counter == 3'b111 || (!write && !buffer[6]))
            buffer[7 * WORD_COUNT - 1 - 7:0] <= buffer[7 * WORD_COUNT - 1:7];
        if(!(counter == 3'b111) && write)
            buffer[7 * WORD_COUNT - 1:7 * WORD_COUNT - 7] <= {din, buffer[7 * WORD_COUNT - 1:7 * WORD_COUNT - 7 +1]};
        if(counter == 3'b111 || (!write && !buffer[6]))
            buffer[7 * WORD_COUNT - 1:7 * WORD_COUNT - 7] <= buffer[6:0];
        if(counter == 3'b111 || (!write && !buffer[6]))
            counter <= 3'd0;
        else
            counter <= counter + 1'd1;
    end
end 
always @ (buffer[6:0] or over or under or counter[2:0]) begin
if(!buffer[6])
    io_out <= {under, buffer[5:0], over};
else
    case({buffer[5:0], counter[2:0]})
        9'b000001010: io_out <= 8'b00000110;
        9'b000001011: io_out <= 8'b01011111;
        9'b000001100: io_out <= 8'b00000110;
        9'b000010010: io_out <= 8'b00000111;
        9'b000010101: io_out <= 8'b00000111;
        9'b000011001: io_out <= 8'b00010100;
        9'b000011010: io_out <= 8'b01111111;
        9'b000011011: io_out <= 8'b00010100;
        9'b000011100: io_out <= 8'b00010100;
        9'b000011101: io_out <= 8'b01111111;
        9'b000011110: io_out <= 8'b00010100;
        9'b000101001: io_out <= 8'b01000110;
        9'b000101010: io_out <= 8'b00100110;
        9'b000101011: io_out <= 8'b00010000;
        9'b000101100: io_out <= 8'b00001000;
        9'b000101101: io_out <= 8'b01100100;
        9'b000101110: io_out <= 8'b01100010;
        9'b000111010: io_out <= 8'b00000100;
        9'b000111011: io_out <= 8'b00000011;
        9'b001011001: io_out <= 8'b00001000;
        9'b001011010: io_out <= 8'b00001000;
        9'b001011011: io_out <= 8'b00111110;
        9'b001011100: io_out <= 8'b00001000;
        9'b001011101: io_out <= 8'b00001000;
        9'b001100010: io_out <= 8'b10000000;
        9'b001100011: io_out <= 8'b01100000;
        9'b001101001: io_out <= 8'b00001000;
        9'b001101010: io_out <= 8'b00001000;
        9'b001101011: io_out <= 8'b00001000;
        9'b001101100: io_out <= 8'b00001000;
        9'b001101101: io_out <= 8'b00001000;
        9'b001101110: io_out <= 8'b00001000;
        9'b001110011: io_out <= 8'b01100000;
        9'b001111001: io_out <= 8'b01000000;
        9'b001111010: io_out <= 8'b00100000;
        9'b001111011: io_out <= 8'b00010000;
        9'b001111100: io_out <= 8'b00001000;
        9'b001111101: io_out <= 8'b00000100;
        9'b001111110: io_out <= 8'b00000010;
        9'b010000001: io_out <= 8'b00111110;
        9'b010000010: io_out <= 8'b01100001;
        9'b010000011: io_out <= 8'b01010001;
        9'b010000100: io_out <= 8'b01001001;
        9'b010000101: io_out <= 8'b01000101;
        9'b010000110: io_out <= 8'b00111110;
        9'b010001001: io_out <= 8'b01000100;
        9'b010001010: io_out <= 8'b01000010;
        9'b010001011: io_out <= 8'b01111111;
        9'b010001100: io_out <= 8'b01000000;
        9'b010001101: io_out <= 8'b01000000;
        9'b010010001: io_out <= 8'b01100010;
        9'b010010010: io_out <= 8'b01010001;
        9'b010010011: io_out <= 8'b01010001;
        9'b010010100: io_out <= 8'b01001001;
        9'b010010101: io_out <= 8'b01001001;
        9'b010010110: io_out <= 8'b01100110;
        9'b010011001: io_out <= 8'b00100010;
        9'b010011010: io_out <= 8'b01000001;
        9'b010011011: io_out <= 8'b01001001;
        9'b010011100: io_out <= 8'b01001001;
        9'b010011101: io_out <= 8'b01001001;
        9'b010011110: io_out <= 8'b00110110;
        9'b010100000: io_out <= 8'b00010000;
        9'b010100001: io_out <= 8'b00011000;
        9'b010100010: io_out <= 8'b00010100;
        9'b010100011: io_out <= 8'b01010010;
        9'b010100100: io_out <= 8'b01111111;
        9'b010100101: io_out <= 8'b01010000;
        9'b010100110: io_out <= 8'b00010000;
        9'b010101001: io_out <= 8'b00100111;
        9'b010101010: io_out <= 8'b01000101;
        9'b010101011: io_out <= 8'b01000101;
        9'b010101100: io_out <= 8'b01000101;
        9'b010101101: io_out <= 8'b01000101;
        9'b010101110: io_out <= 8'b00111001;
        9'b010110001: io_out <= 8'b00111100;
        9'b010110010: io_out <= 8'b01001010;
        9'b010110011: io_out <= 8'b01001001;
        9'b010110100: io_out <= 8'b01001001;
        9'b010110101: io_out <= 8'b01001001;
        9'b010110110: io_out <= 8'b00110000;
        9'b010111001: io_out <= 8'b00000011;
        9'b010111010: io_out <= 8'b00000001;
        9'b010111011: io_out <= 8'b01110001;
        9'b010111100: io_out <= 8'b00001001;
        9'b010111101: io_out <= 8'b00000101;
        9'b010111110: io_out <= 8'b00000011;
        9'b011000001: io_out <= 8'b00110110;
        9'b011000010: io_out <= 8'b01001001;
        9'b011000011: io_out <= 8'b01001001;
        9'b011000100: io_out <= 8'b01001001;
        9'b011000101: io_out <= 8'b01001001;
        9'b011000110: io_out <= 8'b00110110;
        9'b011001001: io_out <= 8'b00000110;
        9'b011001010: io_out <= 8'b01001001;
        9'b011001011: io_out <= 8'b01001001;
        9'b011001100: io_out <= 8'b01001001;
        9'b011001101: io_out <= 8'b00101001;
        9'b011001110: io_out <= 8'b00011110;
        9'b011010011: io_out <= 8'b01100110;
        9'b011011010: io_out <= 8'b10000000;
        9'b011011011: io_out <= 8'b01100110;
        9'b011111001: io_out <= 8'b00000010;
        9'b011111010: io_out <= 8'b00000001;
        9'b011111011: io_out <= 8'b00000001;
        9'b011111100: io_out <= 8'b01010001;
        9'b011111101: io_out <= 8'b00001001;
        9'b011111110: io_out <= 8'b00000110;
        9'b100000001: io_out <= 8'b00111110;
        9'b100000010: io_out <= 8'b01000001;
        9'b100000011: io_out <= 8'b01011101;
        9'b100000100: io_out <= 8'b01010101;
        9'b100000101: io_out <= 8'b01010101;
        9'b100000110: io_out <= 8'b00011110;
        9'b100001001: io_out <= 8'b01111100;
        9'b100001010: io_out <= 8'b00010010;
        9'b100001011: io_out <= 8'b00010001;
        9'b100001100: io_out <= 8'b00010001;
        9'b100001101: io_out <= 8'b00010010;
        9'b100001110: io_out <= 8'b01111100;
        9'b100010001: io_out <= 8'b01000001;
        9'b100010010: io_out <= 8'b01111111;
        9'b100010011: io_out <= 8'b01001001;
        9'b100010100: io_out <= 8'b01001001;
        9'b100010101: io_out <= 8'b01001001;
        9'b100010110: io_out <= 8'b00110110;
        9'b100011001: io_out <= 8'b00011100;
        9'b100011010: io_out <= 8'b00100010;
        9'b100011011: io_out <= 8'b01000001;
        9'b100011100: io_out <= 8'b01000001;
        9'b100011101: io_out <= 8'b01000001;
        9'b100011110: io_out <= 8'b00100010;
        9'b100100001: io_out <= 8'b01000001;
        9'b100100010: io_out <= 8'b01111111;
        9'b100100011: io_out <= 8'b01000001;
        9'b100100100: io_out <= 8'b01000001;
        9'b100100101: io_out <= 8'b00100010;
        9'b100100110: io_out <= 8'b00011100;
        9'b100101001: io_out <= 8'b01000001;
        9'b100101010: io_out <= 8'b01111111;
        9'b100101011: io_out <= 8'b01001001;
        9'b100101100: io_out <= 8'b01011101;
        9'b100101101: io_out <= 8'b01000001;
        9'b100101110: io_out <= 8'b01100011;
        9'b100110001: io_out <= 8'b01000001;
        9'b100110010: io_out <= 8'b01111111;
        9'b100110011: io_out <= 8'b01001001;
        9'b100110100: io_out <= 8'b00011101;
        9'b100110101: io_out <= 8'b00000001;
        9'b100110110: io_out <= 8'b00000011;
        9'b100111001: io_out <= 8'b00011100;
        9'b100111010: io_out <= 8'b00100010;
        9'b100111011: io_out <= 8'b01000001;
        9'b100111100: io_out <= 8'b01010001;
        9'b100111101: io_out <= 8'b01010001;
        9'b100111110: io_out <= 8'b01110010;
        9'b101000001: io_out <= 8'b01111111;
        9'b101000010: io_out <= 8'b00001000;
        9'b101000011: io_out <= 8'b00001000;
        9'b101000100: io_out <= 8'b00001000;
        9'b101000101: io_out <= 8'b00001000;
        9'b101000110: io_out <= 8'b01111111;
        9'b101001010: io_out <= 8'b01000001;
        9'b101001011: io_out <= 8'b01111111;
        9'b101001100: io_out <= 8'b01000001;
        9'b101010001: io_out <= 8'b00110000;
        9'b101010010: io_out <= 8'b01000000;
        9'b101010011: io_out <= 8'b01000000;
        9'b101010100: io_out <= 8'b01000001;
        9'b101010101: io_out <= 8'b00111111;
        9'b101010110: io_out <= 8'b00000001;
        9'b101011001: io_out <= 8'b01000001;
        9'b101011010: io_out <= 8'b01111111;
        9'b101011011: io_out <= 8'b00001000;
        9'b101011100: io_out <= 8'b00010100;
        9'b101011101: io_out <= 8'b00100010;
        9'b101011110: io_out <= 8'b01000001;
        9'b101011111: io_out <= 8'b01000000;
        9'b101100001: io_out <= 8'b01000001;
        9'b101100010: io_out <= 8'b01111111;
        9'b101100011: io_out <= 8'b01000001;
        9'b101100100: io_out <= 8'b01000000;
        9'b101100101: io_out <= 8'b01000000;
        9'b101100110: io_out <= 8'b01100000;
        9'b101101001: io_out <= 8'b01111111;
        9'b101101010: io_out <= 8'b00000001;
        9'b101101011: io_out <= 8'b00000010;
        9'b101101100: io_out <= 8'b00000100;
        9'b101101101: io_out <= 8'b00000010;
        9'b101101110: io_out <= 8'b00000001;
        9'b101101111: io_out <= 8'b01111111;
        9'b101110001: io_out <= 8'b01111111;
        9'b101110010: io_out <= 8'b00000001;
        9'b101110011: io_out <= 8'b00000010;
        9'b101110100: io_out <= 8'b00000100;
        9'b101110101: io_out <= 8'b00001000;
        9'b101110110: io_out <= 8'b01111111;
        9'b101111001: io_out <= 8'b00011100;
        9'b101111010: io_out <= 8'b00100010;
        9'b101111011: io_out <= 8'b01000001;
        9'b101111100: io_out <= 8'b01000001;
        9'b101111101: io_out <= 8'b00100010;
        9'b101111110: io_out <= 8'b00011100;
        9'b110000001: io_out <= 8'b01000001;
        9'b110000010: io_out <= 8'b01111111;
        9'b110000011: io_out <= 8'b01001001;
        9'b110000100: io_out <= 8'b00001001;
        9'b110000101: io_out <= 8'b00001001;
        9'b110000110: io_out <= 8'b00000110;
        9'b110001001: io_out <= 8'b00011110;
        9'b110001010: io_out <= 8'b00100001;
        9'b110001011: io_out <= 8'b00100001;
        9'b110001100: io_out <= 8'b00110001;
        9'b110001101: io_out <= 8'b00100001;
        9'b110001110: io_out <= 8'b01011110;
        9'b110001111: io_out <= 8'b01000000;
        9'b110010001: io_out <= 8'b01000001;
        9'b110010010: io_out <= 8'b01111111;
        9'b110010011: io_out <= 8'b01001001;
        9'b110010100: io_out <= 8'b00011001;
        9'b110010101: io_out <= 8'b00101001;
        9'b110010110: io_out <= 8'b01000110;
        9'b110011001: io_out <= 8'b00100110;
        9'b110011010: io_out <= 8'b01001001;
        9'b110011011: io_out <= 8'b01001001;
        9'b110011100: io_out <= 8'b01001001;
        9'b110011101: io_out <= 8'b01001001;
        9'b110011110: io_out <= 8'b00110010;
        9'b110100001: io_out <= 8'b00000011;
        9'b110100010: io_out <= 8'b00000001;
        9'b110100011: io_out <= 8'b01000001;
        9'b110100100: io_out <= 8'b01111111;
        9'b110100101: io_out <= 8'b01000001;
        9'b110100110: io_out <= 8'b00000001;
        9'b110100111: io_out <= 8'b00000011;
        9'b110101001: io_out <= 8'b00111111;
        9'b110101010: io_out <= 8'b01000000;
        9'b110101011: io_out <= 8'b01000000;
        9'b110101100: io_out <= 8'b01000000;
        9'b110101101: io_out <= 8'b01000000;
        9'b110101110: io_out <= 8'b00111111;
        9'b110110001: io_out <= 8'b00001111;
        9'b110110010: io_out <= 8'b00010000;
        9'b110110011: io_out <= 8'b00100000;
        9'b110110100: io_out <= 8'b01000000;
        9'b110110101: io_out <= 8'b00100000;
        9'b110110110: io_out <= 8'b00010000;
        9'b110110111: io_out <= 8'b00001111;
        9'b110111001: io_out <= 8'b00111111;
        9'b110111010: io_out <= 8'b01000000;
        9'b110111011: io_out <= 8'b01000000;
        9'b110111100: io_out <= 8'b00111000;
        9'b110111101: io_out <= 8'b01000000;
        9'b110111110: io_out <= 8'b01000000;
        9'b110111111: io_out <= 8'b00111111;
        9'b111000001: io_out <= 8'b01000001;
        9'b111000010: io_out <= 8'b00100010;
        9'b111000011: io_out <= 8'b00010100;
        9'b111000100: io_out <= 8'b00001000;
        9'b111000101: io_out <= 8'b00010100;
        9'b111000110: io_out <= 8'b00100010;
        9'b111000111: io_out <= 8'b01000001;
        9'b111001001: io_out <= 8'b00000001;
        9'b111001010: io_out <= 8'b00000010;
        9'b111001011: io_out <= 8'b01000100;
        9'b111001100: io_out <= 8'b01111000;
        9'b111001101: io_out <= 8'b01000100;
        9'b111001110: io_out <= 8'b00000010;
        9'b111001111: io_out <= 8'b00000001;
        9'b111010001: io_out <= 8'b01000011;
        9'b111010010: io_out <= 8'b01100001;
        9'b111010011: io_out <= 8'b01010001;
        9'b111010100: io_out <= 8'b01001001;
        9'b111010101: io_out <= 8'b01000101;
        9'b111010110: io_out <= 8'b01000011;
        9'b111010111: io_out <= 8'b01100001;
        default: io_out <= 8'b00000000;
    endcase;
end
endmodule
==> flow/run.sh <==
#!/bin/bash
# OpenROAD 26Q1-2900-gdf79404cd8, Yosys 0.63+post, stock flow scripts
make -C /OpenROAD-flow-scripts/flow DESIGN_CONFIG=/design/flow/config.mk WORK_HOME=/design/flow/orfs finish
==> flow/config.mk <==
export PLATFORM = sky130hd
export DESIGN_NAME = option23ser
export DESIGN_NICKNAME = option23ser
export VERILOG_FILES = /design/flow/design.v
export SDC_FILE = /design/flow/constraint.sdc
export NUM_CORES = 4
export LEC_CHECK = 1
export CORE_UTILIZATION = 50
==> flow/constraint.sdc <==
current_design option23ser

set clk_period 21.2
set clk_io_pct 0.2

create_clock -name clk0 -period $clk_period [get_ports {io_in}]

set non_clock_inputs [all_inputs -no_clocks]
set_input_delay [expr $clk_period * $clk_io_pct] -clock clk0 $non_clock_inputs
set_output_delay [expr $clk_period * $clk_io_pct] -clock clk0 [all_outputs]
==> flow_summary.json <==
{
  "grt_start_max_net_pins": 78,
  "core_area_um2": 18710,
  "antenna-diode-count": 0,
  "path_max_fanout": 2,
  "logic_area_um2": 2799,
  "grt-ovfl-total": 0,
  "antenna_found_initial": 0,
  "crit_chain": "clkbuf_16, clkbuf_16, clkbuf_16, inv_1, o21ai_0, a311oi_1, a221oi_2, clkdlybuf4s50_1",
  "holdCritStartpoint": "io_in[3]",
  "ant_nets": 0,
  "worstRegToRegCells": 9,
  "grt_pass1_wl_mm": 39.32,
  "r2r-end": "buffer[91]$_DFFE_PP_",
  "top_area_frac": 0.6609,
  "ff_type": "edfxtp_1",
  "start_kind": "clock port",
  "ys_top_cells_by_area": "edfxtp_1 (66%), a21oi_1 (2.2%), nand2_1 (2.1%)",
  "power_frac_clock": 0.637,
  "finalMaxSlewViolations": 0,
  "cts_hold_buffers": 0,
  "initCoreUtil": 0.5101,
  "p_seq_frac": 0.363,
  "rows": 50,
  "outcome": "finished, violations left",
  "gp_congestion": 1.006,
  "openroad.warnings": 399,
  "ys_area_um2": 9542,
  "power_mw": 1.557,
  "post_cts_buffers": 0,
  "synth_area_per_cell_um2": 13.48,
  "rsz0062_at_grt": "no",
  "clkTransAtPathRegs_ns": 0.05,
  "firstDrtPassIters": 5,
  "fin_setup_tns_ns": 0,
  "violations": "negative hold slack",
  "syn_to_final_growth_pct": 22.04,
  "whs_path_depth": 1,
  "cpMaxStageDelayCell": "clkdlybuf4s50_1",
  "p_leak_nw": 4.393,
  "io_buffer_count": 8,
  "synth_flops": 213,
  "whs_ns": -0.2035,
  "worst_slew_margin_rel": 0.4000,
  "synth_cell_types": 75,
  "power_density_nw_per_um2": 133.7,
  "switchingPower_uw": 362.0,
  "syn_area_um2": 9542,
  "edf_count": 210,
  "reg2reg_slack_ns": 18.26,
  "insertion_delay_ns": 0.43,
  "place_hpwl_mm": 15.13,
  "die_width_um": 140.1,
  "largest_area_cell": "edfxtp_1",
  "synthCells": 708,
  "fill_cells": 1316,
  "yosysCellCount": 708,
  "via_per_inst": 6.471,
  "tightest_slew_ns": 0.8750,
  "chipArea_um2": 19640,
  "busiest_layer": "met1",
  "hold_viol": 1,
  "fin_skew_ns": 0.002483,
  "fp.dieH_um": 140.1,
  "hold_path.class": "clk2reg",
  "grt_pass1_vias": 7166,
  "wl_per_cell_um": 26.00,
  "cp-end-kind": "output pin",
  "drtIter0Drc": 820,
  "maxCapViolations": 0,
  "pwr-share-comb": 0,
  "io_pins": 16,
  "seq_area_frac_synth": 0.6688,
  "yosysWarnings": 1,
  "cts_tree": "built",
  "slowest_delay_ns": 0.41,
  "switching_share": 0.2325,
  "criticalPathCategory": "clk2out",
  "drive_above_1_share": 0.1625,
  "grt_use_met1": 0.4671,
  "grtUsageTotal": 0.3020,
  "intPower_mw": 1.195,
  "setup_viol": 0,
  "vias": 6490,
  "grtUsageMet2": 0.3416,
  "cp.arrival_ns": 11.99,
  "worstPathRequired_ns": 16.96,
  "finalWirelength_mm": 26.08,
  "crit_path_frequent_cell": "clkbuf_16",
  "drc": 0,
  "r2r-start": "counter[1]$_DFF_PP0_",
  "grt_util_met3": 0.1884,
  "cts.repair.resized": 0,
  "regArea_um2": 6382,
  "vdd_drop_max_uv": 107.1,
  "layout_top_cell": "edfxtp_1",
  "lay_top_cells": "edfxtp_1 (210), clkbuf_16 (66), nand2_1 (54)",
  "min_to": "buffer[209]$_DFFE_PP_",
  "async_flop_share": 0.01408
}
kinds of logic (layout without fill, tap and decap cells):
logic type                 count (synthesis)  count (layout)  synth area share
DFF                                      213             213            0.6688
AOI/OAI and AO/OA                        203             203            0.1487
and+or+nand+nor                          177             177           0.08877
buffers and inverters                     72             133           0.03789
muxes                                     27              27           0.03567
adders and majority gates                 14              14           0.01836
xor gates and xnor gates                   2               2          0.001836
layout make-up:
| cell class | count | area share |
|---|---|---|
| Clock buffer | 74 | 0.1455 |
| Clock inverter | 28 | 0.02418 |
| Inverter | 14 | 0.004513 |
| Multi-Input combinational cell | 423 | 0.2404 |
| Sequential cell | 213 | 0.5481 |
| Tap cell | 234 | 0.02514 |
| Timing Repair Buffer | 17 | 0.01225 |
how the worst max path moves through the flow:
stage | start | endpoint | slack (ns) | cells past startpoint
after CTS | io_in[5] | io_out[0] | 4.91 | 8
after global routing | io_in[5] | io_out[0] | 4.87 | 8
final | io_in[5] | io_out[0] | 4.97 | 8
power by group through the flow:
| stage | Clock, mW | Combinational (mW) | Sequential, mW |
|---|---|---|---|
| after CTS | 1.09 | 0.000000786 | 0.565 |
| after global routing | 1.13 | 0.000000786 | 0.564 |
| final | 0.991 | 0.000000786 | 0.566 |
sequential cells by signal, summed over array words and instances, names as in the netlist:
register  flops
buffer      210
counter       3
Yosys cell counts (12+ instances only):
master / number
a211oi_1: 17
a21oi_1: 42
buf_2: 28
clkbuf_1: 14
edfxtp_1: 210
ha_1: 14
inv_1: 13
mux2_2: 12
nand2_1: 54
nand2b_1: 14
nor2_1: 46
nor2b_1: 12
o211ai_1: 17
o21ai_0: 29
metrics by stage:
stage | instances | cell area, um2 | utilization | setup slack (ns) | hold slack [ns]
CTS | 1003 | 11640 | 0.6225 | 4.913 | -0.2804
detailed placement | 905 | 9697 | 0.5184 | 4.735 | 0.2199
global placement | 905 | 9697 | 0.5184 | 4.735 | 0.2199
finish | 1003 | 11640 | 0.6225 | 4.969 | -0.2035
global route | 1003 | 11640 | 0.6225 | 4.866 | -0.2794
floorplan | 708 | 9542 | - | 4.794 | 0.2198
routing by layer:
| layer | routed length [um] | vias to the layer above |
|---|---|---|
| li1 | - | 2830 |
| met1 | 10680 | 3093 |
| met2 | 10750 | 465 |
| met3 | 3532 | 102 |
| met4 | 1109 | 0 |
| met5 | 0 | - |
worst max-delay path, delay by kind of cell:
kind	cells	cell delay, ns
compound gates	3	0.57
buf+inv	5	0.82
Power and IR drop assume default switching activity.
